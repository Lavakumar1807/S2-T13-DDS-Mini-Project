**/design/flow/run.sh**
```bash
#!/bin/bash
# OpenROAD 26Q1-2900-gdf79404cd8, Yosys 0.63+post, stock flow scripts
make -C /OpenROAD-flow-scripts/flow DESIGN_CONFIG=/design/flow/config.mk WORK_HOME=/design/flow/orfs finish
```
**/design/flow/config.mk**
```make
export PLATFORM = sky130hd
export DESIGN_NAME = Main
export DESIGN_NICKNAME = Main
export VERILOG_FILES = /design/flow/design.v
export SDC_FILE = /design/flow/constraint.sdc
export NUM_CORES = 4
export LEC_CHECK = 1
export CORE_AREA = 10 10 87 87
export DIE_AREA = 0 0 97 97
```
**/design/flow/constraint.sdc**
```tcl
current_design Main

set clk_period 3.1
set clk_io_pct 0.2

create_clock -name clk0 -period $clk_period [get_ports {Clock}]
create_clock -name clk1 -period $clk_period [get_ports {Enter}]

set non_clock_inputs [all_inputs -no_clocks]
set_input_delay [expr $clk_period * $clk_io_pct] -clock clk0 $non_clock_inputs
set_output_delay [expr $clk_period * $clk_io_pct] -clock clk0 [all_outputs]
```
**/design/flow/design.v**
```verilog
module Main(P1,P0,N1,NO,Switch,NP1,NP0,E1,E0,OE1,OE0,Enter,Enable,Clear,ALARM,START,Clock,TC_B,PC_B, TC_Co,PC_Co,PC_Bo,EA_LED,LED);
    input P1,P0,N1,NO,Switch,NP1,NP0,E1,E0,OE1,OE0,Enter,Enable,Clear,ALARM,START,Clock;
    output [3:0]TC_B;
    output [3:0]PC_B;
    output TC_Co,PC_Co,PC_Bo,EA_LED,LED;
    wire P1F,P0F,E1F,E0F,S1,S2,S3,S4;
    wire PC1, PC2, PC3, PC4, TC1, TC2, TC3, TC4;
    wire VI;
    wire SA;
    wire EAI,TCI;
    Switcher test1(P1,P0,Switch,N1,N0,OE1,OE0,E1,E0,NP1,NP0,P1F,P0F,E1F,E0F,S1,S2,S3,S4);
    Count_Adder test2(P1F, P0F, E1F, E0F,PC1, PC2, PC3, PC4, TC1, TC2, TC3, TC4);
    TC test3(Enter,Enable,Clear,TC1,TC_B,TC_Co);
    PC test4(Enter,Enable,Clear,PC1,S1,PC_B,PC_Co,PC_Bo);
    Vacancy_Indicator test5(P1F,P0F,PC_B,VI,SA);
    EmergencyAlarm test6(ALARM,EA_LED,EA);
    LED test7(VI,EAI,TCI,LED);
    Time_Counter test8(START,Clock,TCI);
endmodule
module Event_Switcher(K,A,B,O);
  input K,A,B;
  output O;
  wire w1,w2,w3;
  not (w1,K);
  and a1(w2,w1,A);
  and a2(w3,K,B);
  or o(O,w2,w3);
endmodule
module Switcher(P1,P0,Switch,N1,N0,OE1,OE0,E1,E0,NP1,NP0,P1F,P0F,E1F,E0F,S1,S2,S3,S4);
  input P1,P0,Switch,N1,N0,OE1,OE0,E1,E0,NP1,NP0;  
  output P1F,P0F,E1F,E0F,S1,S2,S3,S4;
  wire w;
  Event_Switcher ES1(Switch,P1,NP1,P1F);
  Event_Switcher ES2(Switch,P0,NP0,P0F);
  Event_Switcher ES3(Switch,E1,N1,E1F);
  Event_Switcher ES4(Switch,E0,N0,E0F);
  and A(w, (~NP1),Switch,(~NP0));
  and s1(S1, w,(~OE1),(~OE0));
  and s2(S2, w,(OE0),(~OE1));
  and s3(S3, w,(OE1),(~OE0));
  and s4(S4, w,OE0,OE1);
endmodule
module Count_Adder(P1F, P0F, E1F, E0F,PC1, PC2, PC3, PC4, TC1, TC2, TC3, TC4);
    input P1F, P0F, E1F, E0F;
    output PC1, PC2, PC3, PC4, TC1, TC2, TC3, TC4;
    wire temp, W1, W2, W3, W4;
    xnor (temp, P0F,P1F);
    not (W1, P0F);
    not (W2, P1F);
    not (W3, E0F);
    not (W4, E1F);
    and (PC1, W1,W2,W3,W4);
    and (TC1, temp,W3,W4);
    and (PC2, W1,W2,E0F,W4);
    and (TC2, temp,E0F,W4);
    and (PC3, W1,W2,W3,E1F);
    and (TC3, temp,W3,E1F);
    and (PC4, W1,W2,E0F,E1F);
    and (TC4, temp,E0F,E1F);
endmodule
module full_adder(
    input wire A,    
    input wire B,    
    input wire Ci,   
    output wire S,  
    output wire Co 
);
   wire w1,w2,w3;
   xor (w1,A,B);
   and (w2,A,B);
   xor (S,w1,Ci);
   and (w3,w1,Ci);
   or (Co,w3,w2);
endmodule
module Register (
    input wire [3:0] IB, 
    input wire Button,      
    input wire Enable,       
    input wire Clear,       
    output reg [3:0]OB      
);
    always @(posedge Button or posedge Clear) begin
        if (Clear) begin
            OB <= 4'b0000;  
        end else if (Enable) begin
            OB <= IB;      
        end
    end
endmodule
module TC(
    input wire TC_Button,
    input wire TC_Enable,        
    input wire TC_Clear,          
    input wire SA_TC_A0,    
    output wire [3:0] TC_B,   
    output wire TC_Co           
);
    wire [3:0] TC_A;        
    wire TC_Ci = 1'b0;            
    wire C1, C2, C3;              
    full_adder FA0 (.A(TC_A[0]), .B(SA_TC_A0), .Ci(TC_Ci), .S(TC_B[0]), .Co(C1));
    full_adder FA1 (.A(TC_A[1]), .B(1'b0), .Ci(C1), .S(TC_B[1]), .Co(C2));
    full_adder FA2 (.A(TC_A[2]), .B(1'b0), .Ci(C2), .S(TC_B[2]), .Co(C3));
    full_adder FA3 (.A(TC_A[3]), .B(1'b0), .Ci(C3), .S(TC_B[3]), .Co(TC_Co));
    Register TC (
        .IB(TC_B),          
        .Button(TC_Button), 
        .Enable(TC_Enable), 
        .Clear(TC_Clear),  
        .OB(TC_A)     
    );
endmodule
module full_subtractor (
    input wire A,     
    input wire B,     
    input wire Bi,   
    output wire D, 
    output wire Bo  
);
    wire w1,w2,w3;
    xor (w1,A,B);
    and (w2,~A,B);
    xor (D,w1,Bi);
    and (w3,~w1,Bi);
    or (Bo,w2,w3);
endmodule
module PC (
    input wire PC_Button,        
    input wire PC_Enable,         
    input wire PC_Clear,          
    input wire SA_PC_A0,         
    input wire SA_PC_S0,         
    output wire [3:0] PC_B,      
    output wire PC_Co,
    output wire PC_Bo            
);
    wire [3:0] PC_A;             
    wire PC_Ci = 1'b0;           
    wire [3:0] sum_result;        
    wire [3:0] sub_result;       
    wire C1, C2, C3;             
    wire B1, B2, B3;             
    full_adder FA0 (.A(PC_A[0]), .B(SA_PC_A0), .Ci(PC_Ci), .S(sum_result[0]), .Co(C1));
    full_adder FA1 (.A(PC_A[1]), .B(1'b0), .Ci(C1), .S(sum_result[1]), .Co(C2));
    full_adder FA2 (.A(PC_A[2]), .B(1'b0), .Ci(C2), .S(sum_result[2]), .Co(C3));
    full_adder FA3 (.A(PC_A[3]), .B(1'b0), .Ci(C3), .S(sum_result[3]), .Co(PC_Co));
    full_subtractor FS0 (.A(PC_A[0]), .B(SA_PC_S0), .Bi(PC_Ci), .D(sub_result[0]), .Bo(B1));
    full_subtractor FS1 (.A(PC_A[1]), .B(1'b0), .Bi(B1), .D(sub_result[1]), .Bo(B2));
    full_subtractor FS2 (.A(PC_A[2]), .B(1'b0), .Bi(B2), .D(sub_result[2]), .Bo(B3));
    full_subtractor FS3 (.A(PC_A[3]), .B(1'b0), .Bi(B3), .D(sub_result[3]), .Bo(PC_Bo));
    wire a1,a2,a3,a4;
    and (a1,SA_PC_A0,sum_result[0]);
    and (a2,SA_PC_A0,sum_result[1]);
    and (a3,SA_PC_A0,sum_result[2]);
    and (a4,SA_PC_A0,sum_result[3]);
    wire s1,s2,s3,s4;
    and (s1,SA_PC_S0,sub_result[0]);
    and (s2,SA_PC_S0,sub_result[1]);
    and (s3,SA_PC_S0,sub_result[2]);
    and (s4,SA_PC_S0,sub_result[3]);
    wire w,a1_,a2_,a3_,a4_;
    nor (w,SA_PC_A0,SA_PC_S0);
    and (a1_,w,sum_result[0]);
    and (a2_,w,sum_result[1]);
    and (a3_,w,sum_result[2]);
    and (a4_,w,sum_result[3]);
    wire o1,o2,o3,o4;
    or (o1,a1,s1);
    or (o2,a2,s2);
    or (o3,a3,s3);
    or (o4,a4,s4);
    wire o1_,o2_,o3_,o4_;
    or (o1_,o1,a1_);
    or (o2_,o2,a2_);
    or (o3_,o3,a3_);
    or (o4_,o4,a4_);
    wire [3:0] selected_result;
    or (selected_result[0],o1_,0);
    or (selected_result[1],o2_,0);
    or (selected_result[2],o3_,0);
    or (selected_result[3],o4_,0);
    Register PC (
        .IB(selected_result),  
        .Button(PC_Button),    
        .Enable(PC_Enable),    
        .Clear(PC_Clear),      
        .OB(PC_A)              
    );
    assign PC_B = selected_result;
endmodule
module Vacancy_Indicator(input P0,P1, input [0:3]AS, output VI, output SA);
   wire w3,w2,w1,w0,a,p;
   xnor X3(w3,AS[3],1'b1);
   xnor X2(w2,AS[2],1'b1);
   xnor X1(w1,AS[1],1'b1);
   xnor X0(w0,AS[0],1'b1);
   and A(a,w3,w2,w1,w0);
   or O(p,P0,P1);
   assign VI = a;
   nor N(SA,p,a);
endmodule
module EmergencyAlarm(ALARM,EA_LED,EAI);
    input ALARM;     
    output EA_LED, EAI;    
    or (EA_LED, ALARM,0);
    or (EAI,ALARM,0);                   
endmodule
module LED(VI,EAI,TCI,LED);
    input VI, EAI, TCI;   
    output LED;           
    or(LED, VI,EAI,TCI);
endmodule
module Time_Counter(
    input wire START,      
    input wire Clock,      
    output wire STOP       
);
    reg [3:0] count;    
    assign STOP = (count == 4'b0000) ? 1'b1 : 1'b0;
    always @(negedge Clock) begin
        if (START) begin
            count <= 4'b1111; 
        end else if (count > 0) begin
            count <= count - 1; 
        end
    end
endmodule
```
==> qor.txt <==
critical path's top delay family: simple AND/OR/NAND/NOR gates
Setup violations, final: 0
status: complete, no violations
Seq cells post-synth: 8
number of enable flip-flop cells: 0
Avg WL per Cell: 11.5 um
ys async rst share: 100%
die area: 9410 sq um
Slew Viols, Final: 0
Vias/cell: 3.53
tool warning count: 33
final hold vios: 0
Syn. warnings: 6
Fillers: 600
Hold WS: 0.521 ns
Unique cell types: 23
Initial DRC Count: 32
Pre-antenna DRT Iters: 4
htree depth: 1
FP Util: 13.4%
Synth Flop Type: dfrtp_1
Setup WS pre-CTS: -0.891 ns
leakage power: 0.000553 uW
Antenna Cells: 0
Rows: 27
share of cells above drive strength 1: 53.1%
cell type with the largest total area: dfrtp_1
synthesis-to-finish area growth: 62.1%
synthesized area: 753 sq um
CTS tree: yes
maximum vdd drop: 0.141 mV
Final Util: 21.6%
Avg Synthesized Cell Area: 10.0 sq um
first-pass GRT wire length: 3460 um
critical path type: in2out
Max Fanout on Critical Path: 2
DRC viols: 0
ys cells: 75
Reg clk slew, reported paths: 0.04 ns
CP max stage delay: 0.55 ns
port bufs: 23
Worst EP arrival: 2.45 ns
Synth Seq Share: 26.6%
min-delay worst type: reg2reg
total track usage: 4.31%
RSZ-0062 raised after global routing: yes
CP Buf/Inv Count: 2
max cap viols: 0
via count: 593
Root Buffer: clkbuf_8
pwr/cell area: 557 nW/um^2
synth cell count leaders: ha_1 (13), buf_4 (11), dfrtp_1 (8)
Final WS setup: 0.0343 ns
yosys stat area: 753 sq um
die width: 97 um
Worst Path Required: 2.48 ns
global route total overflow: 0
io pins: 30
critical path endpoint category: output port
top cells, area: dfrtp_1 (27%), ha_1 (22%), buf_4 (11%), mux2_2 (6.0%), mux2_4 (6.0%)
antenna viol nets, final: 0
area share, top type: 26.6%
Final GP Congestion: 0.742
vias in the first global route: 666
Total Wirelength: 1930 um
Die Height: 97 um
core area: 5640 sq um
largest net degree at the start of global routing: 9
TritonCTS buffer count: 3
clock buffer depth: 2
# clock sinks: 8
Final Skew: 0.00436 ns
Mapped Cells: 75
CP Launch Type: input port
most numerous cell in the Yosys netlist: ha_1
CP most frequent cell: ha_4
Total Power: 680 uW
antenna violations before repair: 0
Post-DP HPWL: 1530 um
Crit-path slowest cell: or4b_4
cells along the critical path: buf_6 -> or4b_4 -> nor3_4 -> ha_2 -> ha_4 -> ha_4 -> or3_4 -> nand3_2 -> buf_2
[state kept, by name (all words and copies together), names as in the netlist]
signal	cells
test3.TC.OB	4
test4.PC.OB	4
[through the flow]
stage	setup TNS [ns]	area, sq um	std cells
after floorplan	-0.0357	787	75
after global placement	-6.21	1070	164
after detailed placement	-6.20	1070	164
after CTS	-0.0352	1210	167
after global routing	-0.0385	1220	168
final	0	1220	168
[timing repair]
item,CTS,global route
buffers inserted,0,1
endpoints found under the setup margin,11,8
pin swaps,15,10
hold buffers,0,0
gates resized,62,9
[cells in the final DEF (no fill, tap or decap), drive strengths merged, types with 4 or more instances in the layout]
cell type	netlist	layout
buf	12	16
ha	13	13
dfrtp	8	8
mux2	7	7
inv	6	6
o21ai	6	6
clkdlybuf4s50	0	5
dlygate4sd2	0	5
or3	4	4
clkbuf	1	4
[power by group]
part / total, uW / switching [uW] / internal (uW) / leakage [uW]
registers: 205 / 51.6 / 154 / 0.0000955
logic: 347 / 123 / 224 / 0.000436
clock network: 128 / 43.3 / 84.4 / 0.0000216
[worst paths after layout]
path | start | end | slack, ns | depth (start not counted)
hold reg to reg | test3.TC.OB[3]$_DFFE_PP0P_ | test3.TC.OB[3]$_DFFE_PP0P_ | 0.52 | 1
hold / removal | test3.TC.OB[3]$_DFFE_PP0P_ | test3.TC.OB[3]$_DFFE_PP0P_ | 0.52 | 1
max in group clk1 | Switch | test4.PC.OB[3]$_DFFE_PP0P_ | 0.67 | 12
max in group asynchronous | Clear | test3.TC.OB[2]$_DFFE_PP0P_ | 2.17 | 2
setup reg to reg | test4.PC.OB[0]$_DFFE_PP0P_ | test4.PC.OB[3]$_DFFE_PP0P_ | 1.31 | 7
setup / recovery | OE0 | PC_B[3] | 0.03 | 9
min in group clk0 | ALARM | EA_LED | 1.24 | 0
min in group asynchronous | Clear | test4.PC.OB[1]$_DFFE_PP0P_ | 0.67 | 2
[worst register-to-register path, delay by kind of cell (launching register included)]
family                   cells  cell delay, ns
multiplexers                 1            0.13
flip-flops                   1            0.44
adder cells (fa/ha/maj)      3            0.53
AND/OR/NAND/NOR              3            0.62
[cell families (layout without fill, tap and decap cells)]
family	Yosys count	in the layout	share of synthesized area [%]
adder cells (fa/ha/maj)	13	13	21.6
other	1	1	0.498
AND/OR/NAND/NOR	17	17	15.1
AND-OR/OR-AND	8	8	6.48
flip-flops	8	8	26.6
buffers and inverters	19	40	15.1
multiplexers	9	9	14.6
[metal layers]
| layer | global-route usage [%] | wire [um] | share of wire, % | vias up |
|---|---|---|---|---|
| met4 | 0.676 | 16 | 0.83 | 0 |
| met3 | 1.58 | 130 | 6.7 | 2 |
| met1 | 5.94 | 992 | 51 | 279 |
| met5 | 0 | 0 | 0 | - |
| li1 | - | - | - | 295 |
| met2 | 6.34 | 793 | 41 | 17 |
[area by class of cell]
class / count / area [sq um] / share of cell area [%]
inverters: 6 / 22.5 / 1.84
multi-input cells: 48 / 604 / 49.5
well taps: 72 / 90.1 / 7.38
flip-flops and latches: 8 / 200 / 16.4
repair buffers: 31 / 263 / 21.5
clock buffers: 3 / 41.3 / 3.38
Power figures rest on the tool's default switching activity, not on a simulated workload.
